### ./design.v
module top (hwclk, reset, led1, led2, led3, led4, led5, led6, led7, led8, upButton, downButton, rx_data, rx_trans);
    input hwclk; 
    input reset; 
    output reg led1; 
    output reg led2; 
    output reg led3; 
    output reg led4; 
    output reg led5; 
    output reg led6; 
    output reg led7; 
    output reg led8;
	input upButton; 
	input downButton;
    input rx_data;
    output reg rx_trans;
    reg [4:0] state = 5'b00000;  
    reg [31:0] counter = 32'b0; 
	reg [31:0] speedCounter = 32'b0; 
    reg [31:0] counter2;
    reg rx_data_dly;
    reg rx_data_dly_dly;
    reg [7:0] received_byte;
    reg [3:0] bit_counter; 
	always @(posedge hwclk or posedge reset) begin
		if (reset) begin
			speedCounter <= 32'b00000000000100000000000000000000; 
		end else begin
			if (~upButton) begin
				speedCounter <= speedCounter + 1;
			end
			else if (~downButton) begin
				speedCounter <= speedCounter - 1;
			end
		end
	end      
    always @(posedge hwclk or posedge reset) begin
        if (reset) begin
            counter <= 32'b0;
        end else begin
			 if (counter <= speedCounter) begin
            	counter <= counter + 1;
			 end
			 else if (counter > speedCounter) begin
			 	counter <= 32'b0;
				state <= state + 1;
				if(state == 13) state <= 0;  
			 end
        end
    end
	always @(*) begin
	case (state)
        5'b00000: {led1, led2, led3, led4, led5, led6, led7, led8} = 8'b10000000;
        5'b00001: {led1, led2, led3, led4, led5, led6, led7, led8} = 8'b01000000;
        5'b00010: {led1, led2, led3, led4, led5, led6, led7, led8} = 8'b00100000;
        5'b00011: {led1, led2, led3, led4, led5, led6, led7, led8} = 8'b00010000;
        5'b00100: {led1, led2, led3, led4, led5, led6, led7, led8} = 8'b00001000;
        5'b00101: {led1, led2, led3, led4, led5, led6, led7, led8} = 8'b00000100;
        5'b00110: {led1, led2, led3, led4, led5, led6, led7, led8} = 8'b00000010;
        5'b00111: {led1, led2, led3, led4, led5, led6, led7, led8} = 8'b00000001;
        5'b01000: {led1, led2, led3, led4, led5, led6, led7, led8} = 8'b00000010;
        5'b01001: {led1, led2, led3, led4, led5, led6, led7, led8} = 8'b00000100;
        5'b01010: {led1, led2, led3, led4, led5, led6, led7, led8} = 8'b00001000;
        5'b01011: {led1, led2, led3, led4, led5, led6, led7, led8} = 8'b00010000;
        5'b01100: {led1, led2, led3, led4, led5, led6, led7, led8} = 8'b00100000;
        5'b01101: {led1, led2, led3, led4, led5, led6, led7, led8} = 8'b01000000;
	endcase
	end
    always @(posedge hwclk or posedge reset) begin
    if (reset) begin
        rx_data_dly <= 1'b0;
        rx_data_dly_dly <= 1'b0;
        counter2 <= 0;
        bit_counter <= 4'b0000;
        rx_trans <= 1'b0;
    end else begin
        rx_data_dly <= rx_data;
        rx_data_dly_dly <= rx_data_dly;  
        rx_trans <= rx_data_dly_dly;
    end
end
endmodule	
### ./run.sh
#!/bin/bash
# OpenROAD 26Q1-2900-gdf79404cd8, Yosys 0.63+post, stock flow scripts
make -C /OpenROAD-flow-scripts/flow DESIGN_CONFIG=/design/flow/config.mk WORK_HOME=/design/flow/orfs finish
### ./config.mk
export PLATFORM = sky130hd
export DESIGN_NAME = top
export DESIGN_NICKNAME = top
export VERILOG_FILES = /design/flow/design.v
export SDC_FILE = /design/flow/constraint.sdc
export NUM_CORES = 4
export LEC_CHECK = 1
export CORE_UTILIZATION = 30
### ./constraint.sdc
current_design top

set clk_period 9.0
set clk_io_pct 0.2

create_clock -name clk0 -period $clk_period [get_ports {hwclk}]

set non_clock_inputs [all_inputs -no_clocks]
set_input_delay [expr $clk_period * $clk_io_pct] -clock clk0 $non_clock_inputs
set_output_delay [expr $clk_period * $clk_io_pct] -clock clk0 [all_outputs]
==> impl_metrics.yaml <==
# physical design summary
outcome:
  status: "completed"
layout:
  top_regs: "counter x32, speedCounter x32, state x5"
  layout_top_cells: "77 x nor2_1, 67 x ha_1, 66 x dfrtp_1"
  nFillCells: 1841
  flop_area_um2: 1950
  drive_above_1_share_pct: 4.19
  syn_to_final_growth_pct: 11.5
  layout_top_cell: "nor2_1"
  logic_area_um2: 3450
worst_setup_path:
  critPathMaxFanout: 33
  path_cells: "clkdlybuf4s50_1 -> buf_4 -> ha_1 -> a21oi_2 -> and4bb_4 -> o211ai_2 -> nand3_1 -> a221o_1 -> a221oi_2 -> xor2_1 -> o21ai_1"
  critPathLaunch: "upButton"
  max_stage_delay_ns: 0.46
  r2r-start: "speedCounter[20]$_DFFE_PP1P_"
  end_kind: "flip-flop"
  worstSetupStartpointType: "primary input"
  cp_slowest_cell: "clkdlybuf4s50_1"
  arrival_ns: 4.71
  worstPathRequired_ns: 9.19
  critPathKind: "in -> reg"
sta:
  untimed_endpoints: 16
  worst_slew_pin_slew_ns: 0.677
  setup_tns_ns: 0
  period_needed_ns: 4.52
  unclocked_regs: 8
  relSlewSlack_pct: 54.9
  max_freq_mhz: 221
  setup_viol: 0
  period_used_pct: 50.2
  hold_viol: 0
  slew_violations: 0
  rsz0062_at_grt: "false"
  finClkSkew_ns: 0.0101
synthesis:
  synth_warnings: 1
  synth.largest_area_cell: "dfrtp_1"
  ys.flops: 80
  async_flop_share_pct: 83.8
  yosys_area_um2: 5630
  netlist_area_um2: 5630
  edf_count: 5
  syn_area_per_cell_um2: 8.64
  topCellsByArea: "dfrtp_1 29%, ha_1 15%, a21oi_1 5.6%, nor2_1 5.1%, xor2_1 5.0%"
  yosys_most_used_dff: "dfrtp_1"
  netlist_instances: 652
  synth.distinct_cells: 55
  top_cell_area_share_pct: 29.3
  ys_cells: 652
pwr:
  power_leakage_nw: 2.97
  ir_drop_mv: 0.111
  finalPower_w: 0.00166
  power_density_nw_per_um2: 265
global_route:
  grt_pass1_wl_um: 20200
  antenna_found_initial: 0
  grt_usage_pct: 12.8
  overflow: 0
  grt_max_degree: 40
  grt_pass1_vias: 4202
floorplanning:
  io_pins: 14
  fp.dieW_um: 139
  coreArea_um2: 18200
  floorplanUtilization_pct: 30.9
  placementRows: 49
  die-area_um2: 19300
  die_h_um: 139
cts:
  clk_latency_ns: 0.33
  cts_buffers: 9
  cts_resized: 0
  cts_max_path_buffers: 2
  cts_tree: "built"
  cts_setup_buffers: 0
  cts_hold_buf: 0
  path_clk_slew_ns: 0.06
  cts_root_buffer: "clkbuf_16"
  htree_levels: 3
drt:
  ant_nets: 0
  via_per_inst: 4.85
  drtPass1Iterations: 6
  drtIter0Drc: 194
  n_antenna_cell: 0
  drc: 0
  via_count: 4354
  routedWlPerCell_um: 12.7
  drt_wl_total_um: 11400
placed_design:
  dpl.hpwl_um: 8510
  finalWeightedCongestion: 0.916
  io_buffer_count: 13
hold_path:
  worstHoldStart: "rx_data_dly_dly$_DFF_PP0_"
  hp-class: "reg -> reg"
run:
  warnings: 28
  cap_violations: 0
logic make-up (layout without fill, tap and decap cells):
logic type	after synthesis	after routing	share of synthesized area, %
buf+inv	61	77	4.13
latches	8	8	2.13
flops	72	72	32.5
simple gates	225	225	19.2
fa+ha+maj	68	68	15.2
compound gates	158	158	17.5
xor+xnor	59	59	9.17
mux	1	1	0.178
through the flow:
stage               instances  worst slack (ns)  util, %  cell area, µm²  hold WS [ns]
floorplan                 652              5.10        -            5630         0.331
global placement          881              4.16     33.0            6010         0.333
detailed placement        881              4.15     33.0            6010         0.336
CTS                       897              4.50     34.5            6280         0.349
global route              897              4.34     34.5            6280         0.363
finish                    897              4.48     34.5            6280         0.346
power by group:
group	leakage (nW)	internal (W)	switching, W
Clock	0.130	0.000193	0.000134
Sequential	0.936	0.000409	0.0000729
Combinational	1.90	0.000375	0.000480
Total	2.97	0.000978	0.000686
layout make-up:
class,instances,area share [%]
multi-input cells,511,55.0
inverters,44,2.63
well taps,229,4.56
repair buffers,17,2.55
flip-flops and latches,80,31.0
clock inverters,3,0.279
clock buffers,13,3.98
metal layers:
metal / up-vias / GRT usage, % / routed length (µm)
met5: - / 0 / 0
met4: 0 / 1.70 / 141
met3: 8 / 1.27 / 304
met2: 44 / 19.1 / 4780
met1: 1976 / 20.8 / 6160
li1: 2326 / - / -
critical path, delay by kind of cell:
kind	cells	cell delay, ns
simple gates	2	0.37
compound gates	5	1.14
xor+xnor	1	0.17
buf+inv	2	0.83
fa+ha+maj	1	0.38
synth_stat cells (12+ instances only):
master	count
dfrtp_1	66
nor2_1	77
nand2_1	49
inv_1	44
a21oi_1	63
nand3_1	26
xor2_1	32
nand4_1	12
o21ai_0	23
xnor2_1	27
clkbuf_1	12
ha_1	67
a21o_1	29
worst paths after layout:
path	end	slack, ns	cells after the start
min in group asynchronous	counter[29]$_DFF_PP0_	1.86	2
worst min register to register	rx_trans$_DFF_PP0_	0.35	0
worst max register to register	state[1]$_SDFFCE_PP0P_	6.11	9
worst min-delay path	rx_trans$_DFF_PP0_	0.35	0
max in group asynchronous	speedCounter[7]$_DFFE_PP0P_	6.16	3
worst max-delay path	speedCounter[30]$_DFFE_PP0P_	4.48	11
Power and IR drop assume default switching activity.
